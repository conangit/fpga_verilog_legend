## design/flow/design.v

```verilog
module full_adder (
    input a0, a1,
    input c0,
    output s,
    output c1,
    );
    wire t1, t2, t3;
    assign s = (a0 ^ a1) ^ c0;
    assign t1 = a0 & c0;
    assign t2 = a1 & c0;
    assign t3 = a0 & a1;
    assign c1 = (t1 | t2) | t3;
endmodule
module half_adder (
    input a0, a1,
    output s,
    output c1,
    );
full_adder F1 (
    .a0(a0),
    .a1(a1),
    .c0(1'b0),
    .s(s),
    .c1(c1),
    );
endmodule
module adder_line_generate
    #(parameter WIDTH = 8)
    (
        input [WIDTH - 1:0]a0, a1,
        output [WIDTH:0] sum
    );
    wire [WIDTH - 1:0] c;
    half_adder H(.a0(a0[0]), .a1(a1[0]), .s(sum[0]), .c1(c[0]));
    generate
    begin
        genvar loop;
        begin 
            for (loop = 1; loop < WIDTH; loop = loop + 1)
            begin : FULL_ADDER
                full_adder F(.a0(a0[loop]), .a1(a1[loop]), .c0(c[loop-1]), .s(sum[loop]), .c1(c[loop]));
            end
        end
    end
    endgenerate
    assign sum[WIDTH] = c[WIDTH - 1];
endmodule
```

## design/flow/run.sh

```bash
#!/bin/bash
# OpenROAD 26Q1-2900-gdf79404cd8, Yosys 0.63+post, stock flow scripts
make -C /OpenROAD-flow-scripts/flow DESIGN_CONFIG=/design/flow/config.mk WORK_HOME=/design/flow/orfs finish
```

## design/flow/config.mk

```make
export PLATFORM = sky130hd
export DESIGN_NAME = adder_line_generate
export DESIGN_NICKNAME = adder_line_generate
export VERILOG_FILES = /design/flow/design.v
export SDC_FILE = /design/flow/constraint.sdc
export NUM_CORES = 4
export LEC_CHECK = 1
export CORE_AREA = 10 10 70 70
export DIE_AREA = 0 0 80 80
```

## design/flow/constraint.sdc

```tcl
current_design adder_line_generate

set clk_period 3.2
set clk_io_pct 0.2

create_clock -name clk0 -period $clk_period

set non_clock_inputs [all_inputs -no_clocks]
set_input_delay [expr $clk_period * $clk_io_pct] -clock clk0 $non_clock_inputs
set_output_delay [expr $clk_period * $clk_io_pct] -clock clk0 [all_outputs]
```

==> results.txt <==
Observations from the implementation run.

Worst setup path:
- The run gives the peak fanout along the critical path as 1.
- The run gives the nature of the critical path endpoint as an output port.
- According to the timing report, the arrival time at the worst endpoint equals between 3 and 4 ns.
- The run gives the startpoint class of the critical path as an input port.
- Looking at the setup timing report, the critical path kind is in -> out.
- The required time at the worst endpoint is listed as 2.56 ns.

Timing:
- In this run the tightest slew margin relative to its limit is 0.924.
- For reference, the final report shows the max-slew violation count at 0.
- The run gives the number of endpoints failing setup at the final stage as 4.
- The run gives the least setup slack across all paths after layout as -0.988 ns.
- Post-route period utilization is reported as 1.31.
- The smallest clock period supported by the final layout is computed as about 4.2 ns.
- The run gives the actual slew at the worst max-slew pin as 0.113 ns.
- Setup repair after global routing could not meet its margin everywhere.
- The run gives the final hold violation count as 0.
- The run puts the fmax at between 200 and 250 MHz.
- Summed over all failing endpoints, the final setup total negative slack is -2.68 ns.

Drt:
- The run puts the DRC violation total after the first TritonRoute iteration at 0.
- The run gives the first-pass detailed-route iteration total as 1.
- The run gives the total length of routed wires as 712 um.
- The final route contains roughly 200 vias.
- The run gives the remaining design rule violation count as 0.
- The run puts the average detailed-routed wire length per instance at between 8 and 9 um.
- Nets still carrying antenna violations after routing amount to 0.
- The run puts the post-detailed-route via-to-cell ratio at around 2.4.
- The run gives the final antenna diode count as 0.

Synth:
- The run gives the top cell type's share of synthesized area as 0.586.
- The run puts the simple-gate area share of the yosys netlist at 0.
- Yosys instantiated no cell more often than buf_4.
- The run puts the mean cell area of the mapped netlist at around 11 um2.
- fa_1 takes more of the synthesized area than any other cell.
- After synthesis the cells add up to between 200 and 250 um2.
- The run puts the area share of and-or/or-and cells after synthesis at 0.
- The run gives the number of warning messages in the yosys log as 0.
- The run puts the cell count after synthesis at 22.
- The portion of synthesized area spent on multiplexers is 0.
- The run puts the tally of unique sky130hd cells used after synthesis at 4.
- Yosys shows that the main logic family after synthesis is adder cells.
- The run puts the sequential cell area fraction in the yosys report at 0.
- Of the total synthesized cell area, the portion taken by XOR and XNOR cells is 0.
- The chip area line in the Yosys stat output reads approximately 240 um2.
- By area the synthesized netlist is led by fa_1 59%, buf_4 28%, inv_1 7.9%, ha_1 5.2%.
- The run gives the area fraction in full adders, half adders and majority gates as 0.639.
- The run gives the total cells reported by yosys after synthesis as 22.
- Yosys reports that the most numerous cell types are 9 x buf_4, 7 x fa_1, 5 x inv_1.

Clocking:
- The run puts the hold buffer count at CTS at 0.

Placement:
- The run puts the cell total after placement at between 80 and 90.
- The run puts the worst setup slack after placement at -1.77 ns.
- The run gives the detailed placement HPWL as around 700 um.
- Routability-driven placement finished with a final weighted congestion of about 0.84.
- The run gives the total of buffers placed on input and output ports as 25.

Global route:
- The run puts the maximum number of pins on one net before global-route repair at 2.
- The run gives the global routing usage summed across all routing layers as 0.0214.
- The run gives the wire length of the first global-routing pass as approximately 1100 um.
- Recorded from the global router log, the overflow total was 0.
- The number of global-route vias before repair is 243.
- The run puts the number of antenna violations at the first check in global routing at 0.

Floorplan:
- The run puts the die extent in x at about 80 um.
- The run puts the area inside the core boundary at 0.00342 mm2.
- The run gives the fraction of the core area occupied by cells at floorplan as 0.0700.
- The run gives the overall chip area as between 0.006 and 0.007 mm2.
- The report lists the number of standard-cell rows as 21.
- The floorplan report gives the top-level pin count as 25.
- The run puts the height of the die at approximately 80 um.

Status:
- The checks that failed: negative setup slack.
- The run finished, with violations left.

Final layout:
- The layout has 0 clock buffers.
- Leaving out filler cells and counting taps, the final layout contains ~84.
- The run puts the number of sequential cells at 0.
- The run puts the filler cell count in the final layout at 394.
- The run puts the register cell area after layout at 0 um2.
- The run gives the ratio of cells with drive above 1 in the final layout as 0.500.
- The run puts the area growth from synthesis to layout at 101%.

Power and ir drop:
- The run gives the combinational fraction of design power as 1.000.
- The run puts the power share of the clock group at 0.
- The run puts the leakage component of the power at around 0.00018 uW.
- The run puts the part of the total power dissipated in sequential elements at 0.
- The run puts the switching portion of total power at 0.314.
- The run puts the total net switching power at between 20 and 25 uW.
- Internal power comes to roughly 47 uW.
- The run gives the largest vdd supply drop as 0.0467 mV.
- The run puts the areal power density over the cells at 143 mW/mm2.

Run:
- The number of warnings reported in the stage logs is 35.
- The run gives the number of max-cap violations as 0.

Hold path:
- Checking hold timing, the worst path is listed with class in -> out.
## power groups by stage
stage	clock network, uW	registers, uW	logic, uW
CTS	0	0	71.3
global route	0	0	82.1
finish	0	0	68.8
## worst max-delay path, stage by stage
cell and delay (ns):
buf_6 0.10, ha_4 0.15, fa_2 0.33, fa_2 0.34
fa_2 0.34, fa_2 0.35, fa_2 0.34, fa_2 0.34
inv_2 0.06, fa_2 0.42, inv_2 0.05, buf_2 0.09
## path summary, 6_finish.rpt
kind	endpoint	slack [ns]	depth (start not counted)	startpoint
setup / recovery	sum[7]	-0.99	12	a0[0]
hold / removal	sum[0]	1.91	3	a1[0]
## logic make-up (layout without fill, tap and decap cells)
| group | Yosys count | count (layout) |
|---|---|---|
| adders and majority gates | 8 | 8 |
| buffers and inverters | 14 | 30 |
## repair_timing
item | 4_1_cts | 5_1_grt
pin swaps | 8 | 8
buffers inserted | 0 | 0
endpoints found under the setup margin | 7 | 5
resized | 30 | 4
## stage by stage
stage | power [uW] | hold slack [ns] | cell area [um2] | utilization
after detailed placement | 84.1 | 2.34 | 509 | 0.149
after CTS | 71.3 | 1.92 | 484 | 0.142
after global routing | 82.1 | 1.92 | 480 | 0.141
after global placement | 83.1 | 2.34 | 509 | 0.149
final | 68.8 | 1.91 | 480 | 0.141
after floorplan | 41.6 | 1.45 | 269 | -
## metal layers
layer / wire length, um / track usage / part of all wire / up-vias
met1: 354 / 0.0310 / 0.50 / 89
met3: 164 / 0.0136 / 0.23 / 0
met4: 0 / 0 / 0 / 0
li1: - / - / - / 85
met2: 192 / 0.0273 / 0.27 / 24
met5: 0 / 0 / 0 / -
## layout by cell type, fill, tap and decap left out
cell type	n
clkdlybuf4s15_1	1
ha_4	1
fa_2	7
clkdlybuf4s50_1	15
inv_1	2
dlygate4sd2_1	1
buf_6	2
clkbuf_2	1
buf_2	5
inv_2	3
## cell type report
cell class | count | area (um2) | area share
repair buffers | 25 | 221 | 0.461
multi-input cells | 8 | 183 | 0.380
well taps | 46 | 57.6 | 0.120
inverters | 5 | 18.8 | 0.0391
Power is estimated from default activity; no workload was simulated.
