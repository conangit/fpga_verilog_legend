### flow/design.v
module adder_64bits_seperated_32bits (
    input [63:0] a, b,
    input CLK, input RST_n,
    output reg [63:0] sum,
    output c
    );
    reg [31:0] a0, b0;
    reg c0;
    reg [31:0] s0;
    wire [32:0] s1;
    assign s1 = {1'b0, a0} + {1'b0, b0} + {32'h0000_0000, c0};
    always @(posedge CLK or negedge RST_n) begin
        if (!RST_n) begin
            a0 <= 32'h0000_0000;
            b0 <= 32'h0000_0000;
        end
        else begin
            a0 <= a[63:32];
            b0 <= b[63:32];
        end
    end
    always @(posedge CLK or negedge RST_n) begin
        if (!RST_n) begin
            c0 <= 1'b0;
            s0 <= 32'h0000_0000;
        end
        else begin
            {c0, s0} = a[31:0] + b[31:0];
        end
    end
    always @(posedge CLK or negedge RST_n) begin
        if (!RST_n) begin
            c <= 1'b0;
            sum <= 64'h0000_0000_0000_0000;
        end
        else begin
            c <= s1[32];
            sum <= {s1[31:0], s0};
        end
    end
endmodule
### flow/run.sh
#!/bin/bash
# OpenROAD 26Q1-2900-gdf79404cd8, Yosys 0.63+post, stock flow scripts
make -C /OpenROAD-flow-scripts/flow DESIGN_CONFIG=/design/flow/config.mk WORK_HOME=/design/flow/orfs finish
### flow/config.mk
export PLATFORM = sky130hd
export DESIGN_NAME = adder_64bits_seperated_32bits
export DESIGN_NICKNAME = adder_64bits_seperated_32bits
export VERILOG_FILES = /design/flow/design.v
export SDC_FILE = /design/flow/constraint.sdc
export NUM_CORES = 4
export LEC_CHECK = 1
export CORE_UTILIZATION = 40
### flow/constraint.sdc
current_design adder_64bits_seperated_32bits

set clk_period 7.6
set clk_io_pct 0.2

create_clock -name clk0 -period $clk_period [get_ports {CLK}]

set non_clock_inputs [all_inputs -no_clocks]
set_input_delay [expr $clk_period * $clk_io_pct] -clock clk0 $non_clock_inputs
set_output_delay [expr $clk_period * $clk_io_pct] -clock clk0 [all_outputs]
==> insert_results.sql <==
-- load yosys + openroad results
INSERT INTO impl_metrics (metric_group, metric, value, unit) VALUES
('status', 'outcome', 'finished, final reports clean', ''),
('cts', 'htree_levels', '4', ''),
('logic_synthesis', 'yosys-top-cells-area', 'sky130_fd_sc_hd__dfrtp_1 (56%), sky130_fd_sc_hd__ha_1 (11%), sky130_fd_sc_hd__a21oi_1 (4.2%)', ''),
('cts', 'tritoncts_sinks', '162', ''),
('finish', 'layout-drive-gt1-share', '0.0564', ''),
('timing', 'max-slew-margin-rel', '0.554', ''),
('critical_path', 'timing.critical_path.to_type', 'flip-flop', ''),
('critical_path', 'path_max_fanout', '5', ''),
('cts', 'cts_hold_repair.buffers', '0', ''),
('logic_synthesis', 'yosysWarnings', '3', ''),
('die', 'io_pins', '195', ''),
('finish', 'layout-area-overhead-vs-synth', '38.7', '%'),
('logic_synthesis', 'avgSynthCellArea', '11.9', 'sq um'),
('finish', 'area.combinational', '0.00313', 'sq mm'),
('routing', 'drt_first_pass_iters', '4', ''),
('logic_synthesis', 'synth_adder_area_share', '0.117', ''),
('critical_path', 'critical_path_buf_inv_count', '1', ''),
('timing', 'fin_crit', '3.95', 'ns'),
('timing', 'totalNegativeSetupSlack', '0', 'ns'),
('routing', 'wl_per_cell', '14.2', 'microns'),
('logic_synthesis', 'yosysTopAreaCellShare', '0.558', ''),
('global_route', 'grt_first_pass_wirelength', '24000', 'microns'),
('logic_synthesis', 'synth-simple-area-share', '0.0894', ''),
('routing', 'drt-total-wl', '15000', 'microns'),
('logic_synthesis', 'synth-cells-yosys', '609', ''),
('run', 'warning_count', '25', ''),
('power', 'power_leakage', '4.50', 'nW'),
('placed_design', 'post-dp-hpwl', '11700', 'microns'),
('die', 'height_of_the_chip', '137', 'microns'),
('timing', 'setup_viol_count_final', '0', ''),
('critical_path', 'crit_path_max_incr_delay', '0.42', 'ns'),
('routing', 'detailedRoute.firstIterationViolations', '167', ''),
('logic_synthesis', 'edf_count', '0', ''),
('cts', 'cts_setup_buffers', '0', ''),
('timing', 'skew', '0.00736', 'ns'),
('critical_path', 'critical_path.startpoint_type', 'input port', ''),
('logic_synthesis', 'synth.area.mux_share', '0.00138', ''),
('die', 'die_x', '137', 'microns'),
('cts', 'cts_resized', '0', ''),
('timing', 'grt_setup_unrepaired', 'no', ''),
('critical_path', 'worst-endpoint-arrival', '4.25', 'ns'),
('critical_path', 'timing.critical_path.cells', 'clkdlybuf4s50_1 -> ha_1 -> fa_1 -> a21o_1 -> nand4_1 -> a21boi_1 -> a311o_1 -> a211o_1 -> a31o_1 -> a21oi_2 -> o21ai_1', ''),
('logic_synthesis', 'compound_area_frac', '0.160', ''),
('finish', 'n_fill_cell', '1392', ''),
('min_path', 'hp-class', 'reg2reg', ''),
('logic_synthesis', 'syn-cell-area', '0.00726', 'sq mm'),
('placed_design', 'dp_worst_setup_slack', '3.23', 'ns'),
('timing', 'maximum_clock_frequency', '253', 'MHz'),
('die', 'chipArea', '0.0187', 'sq mm'),
('logic_synthesis', 'netlist.top_cell.by_area', 'sky130_fd_sc_hd__dfrtp_1', ''),
('logic_synthesis', 'xor_area_frac', '0.0639', ''),
('die', 'floorplan.rows', '48', ''),
('power', 'vdd_drop_max', '0.207', 'mV'),
('timing', 'final_max_slew_viol_count', '0', ''),
('routing', 'viasPerCell', '4.95', ''),
('logic_synthesis', 'seq_area_frac_synth', '0.558', ''),
('logic_synthesis', 'synth-async-reset-ratio', '1.00', ''),
('cts', 'clock_insertion_delay_worst_skew', '0.41', 'ns'),
('critical_path', 'cp_top_family', 'AND-OR/OR-AND gates', ''),
('critical_path', 'critPathRequiredTime', '7.90', 'ns'),
('critical_path', 'slowest_stage', 'sky130_fd_sc_hd__a311o_1', ''),
('cts', 'cts-root-to-sink-buffers', '2', ''),
('global_route', 'track_usage', '0.170', ''),
('global_route', 'first_global_vias', '5130', ''),
('placed_design', 'gp_routability_congestion', '0.907', ''),
('die', 'design.core.area', '0.0175', 'sq mm'),
('logic_synthesis', 'postSynth.topFlopCell', 'sky130_fd_sc_hd__dfrtp_1', ''),
('timing', 'final_min_period_over_clock_period', '0.520', ''),
('power', 'powerDensity', '233', 'mW/mm^2'),
('critical_path', 'timing.setup.critical_path_class', 'in2reg', ''),
('global_route', 'grt_max_degree', '81', '');
-- worst register-to-register path: stages (launching register included) --
cell                       delay, ns
sky130_fd_sc_hd__dfrtp_1        0.38
sky130_fd_sc_hd__fa_1           0.47
sky130_fd_sc_hd__fa_1           0.44
sky130_fd_sc_hd__a211oi_1       0.34
sky130_fd_sc_hd__o21ai_1        0.21
sky130_fd_sc_hd__nand4_1        0.17
sky130_fd_sc_hd__a21oi_1        0.10
sky130_fd_sc_hd__o311ai_1       0.44
sky130_fd_sc_hd__a31o_2         0.32
sky130_fd_sc_hd__nor4_1         0.08
sky130_fd_sc_hd__a211oi_1       0.17
-- report_power, final --
part / total [mW] / switching, mW / internal [mW] / leakage [nW]
logic: 0.508 / 0.203 / 0.306 / 2.35
clock network: 0.808 / 0.336 / 0.472 / 0.266
registers: 1.03 / 0.0365 / 0.990 / 1.89
-- cell families after synthesis --
logic type,count (synthesis)
AOI/OAI and AO/OA,179
DFF,162
and+or+nand+nor,128
adders and majority gates,66
xor gates and xnor gates,53
buffers and inverters,20
muxes,1
-- final timing paths --
kind,startpoint,endpoint,slack [ns],depth (start not counted)
max,a[0],c0,3.65,11
min,s0[28],sum[28],0.34,0
max reg2reg,a0[0],sum[62],4.37,10
min reg2reg,s0[28],sum[28],0.34,0
max in group asynchronous,RST_n,sum[44],4.96,3
min in group asynchronous,RST_n,b0[16],1.12,1
-- layout make-up --
| type | count | area share |
|---|---|---|
| multi-input combinational | 427 | 0.311 |
| sequential | 162 | 0.402 |
| timing repair buffer | 196 | 0.194 |
| clock inverter | 13 | 0.0125 |
| clock buffer | 19 | 0.0450 |
| antenna | 2 | 0.000497 |
| tap | 225 | 0.0279 |
| inverter | 17 | 0.00633 |
-- stage by stage --
stage	hold WS, ns	util	std cells	total power [mW]	instance area, sq um
global route	0.350	0.574	1060	2.48	10100
floorplan	0.331	-	609	1.25	7260
finish	0.342	0.574	1061	2.34	10100
global placement	0.332	0.541	1027	1.55	9490
detailed placement	0.335	0.541	1027	1.55	9490
CTS	0.345	0.574	1059	2.38	10100
-- synth_stat cells (4+ instances only) --
master                     instances
sky130_fd_sc_hd__dfrtp_1         162
sky130_fd_sc_hd__ha_1             63
sky130_fd_sc_hd__a21oi_1          61
sky130_fd_sc_hd__nand2_1          34
sky130_fd_sc_hd__a21o_1           33
sky130_fd_sc_hd__xnor2_1          32
sky130_fd_sc_hd__nor2_1           25
sky130_fd_sc_hd__o21ai_0          23
sky130_fd_sc_hd__xor2_1           21
sky130_fd_sc_hd__inv_1            17
sky130_fd_sc_hd__a31oi_1          10
sky130_fd_sc_hd__and3_1           10
sky130_fd_sc_hd__nand3_1          10
sky130_fd_sc_hd__nor3_1            9
sky130_fd_sc_hd__nand4_1           7
sky130_fd_sc_hd__o21bai_1          7
sky130_fd_sc_hd__a211oi_1          6
sky130_fd_sc_hd__nand2b_1          6
sky130_fd_sc_hd__nor2b_1           6
sky130_fd_sc_hd__and4_1            5
sky130_fd_sc_hd__o21a_1            5
sky130_fd_sc_hd__and2_1            4
sky130_fd_sc_hd__o21ai_1           4
sky130_fd_sc_hd__or3_1             4
-- placed cells by master, fill, tap and decap left out, drive strengths merged, types with 6 or more instances in the layout --
cell,synthesis,routed
o21bai,7,7
ha,63,63
nor2,25,25
clkinvlp,0,6
a211oi,7,7
inv,17,20
and3,10,10
nor2b,6,6
nor3,9,9
nand3,10,10
xor2,21,21
o21ai,28,28
a21oi,64,64
dfrtp,162,162
a31oi,10,10
nand4,7,7
clkdlybuf4s50,0,193
xnor2,32,32
nand2,34,34
a21o,34,34
nand2b,6,6
clkbuf,3,19
-- registers in the layout, summed over array words and instances, names as in the netlist --
signal	cells
a0	32
c0	1
sum	64
b0	32
s0	32
c	1
-- layer usage --
metal | up-vias | part of all wire | track usage
li1 | 2623 | - | -
met1 | 2447 | 0.44 | 0.241
met2 | 161 | 0.45 | 0.259
met3 | 15 | 0.097 | 0.0722
met4 | 6 | 0.010 | 0.0167
met5 | - | 0.0029 | 0
Power and IR drop assume default switching activity.
